## flow/config.mk

```make
export PLATFORM = sky130hd
export DESIGN_NAME = CPU
export DESIGN_NICKNAME = CPU
export VERILOG_FILES = /design/flow/design.v
export SDC_FILE = /design/flow/constraint.sdc
export NUM_CORES = 4
export LEC_CHECK = 1
export CORE_UTILIZATION = 50
```

## flow/constraint.sdc

```tcl
current_design CPU

set clk_period 129.9
set clk_io_pct 0.2

create_clock -name clk0 -period $clk_period [get_ports {clk}]

set non_clock_inputs [all_inputs -no_clocks]
set_input_delay [expr $clk_period * $clk_io_pct] -clock clk0 $non_clock_inputs
set_output_delay [expr $clk_period * $clk_io_pct] -clock clk0 [all_outputs]
```

## flow/design.v

```verilog
module CPU(
    input             clk,
    input             rst,
    input      [31:0] data_out,
    input      [31:0] instr_out,
    output reg        instr_read,
    output reg        data_read,
    output reg [31:0] instr_addr,
    output reg [31:0] data_addr,
    output reg [3:0]  data_write,
    output reg [31:0] data_in
);
reg [3:0] state;
reg [31:0] Re [31:0];
reg [31:0] Instruction;
reg [6:0] func7, opcode;
reg [4:0] rs1, rs2, rd;
reg [2:0] func3;
reg [31:0] imm;
reg [31:0] bimm;
reg [6:0] type;
reg [31:0] Store;
always @(posedge clk) begin
    if (rst) begin
        state <= 1;
        Re[0]<= 0;
        instr_addr <= 0;
        instr_read <= 1;
    end
    else begin
        if (state == 1)begin
            state <= 2;
        end
        else if (state == 2) begin
            Re[0]<=0;
            Instruction <= instr_out;
            rs1 <= instr_out[19:15];
            rs2 <= instr_out[24:20];
            rd <= instr_out[11:7];
            Store <= {{20{instr_out[31]}},instr_out[31:25],instr_out[11:7]};
            instr_addr <= instr_addr + 4;
            imm <= {{19{instr_out[31]}}, instr_out[31], instr_out[7], instr_out[30:25], instr_out[11:8], 1'b0};
            state <= 3;
            data_write <= 'hx;
            data_addr <= 'hx;
            data_in <= 'hx;
            data_read <= 'hx;
        end
        else if(state == 3)begin
            case(Instruction[6:0])
                7'b0110011:begin  
                    case({Instruction[31:25], Instruction[14:12]})
                        10'b0000000000:begin  
                            type <= 1;
                            Re[rd] <= Re[rs1] + Re[rs2];
                        end
                        10'b0100000000:begin  
                            type <= 2;
                            Re[rd] <= Re[rs1] - Re[rs2];
                        end
                        10'b0000000001:begin  
                            type <= 3;
                            Re[rd] <= Re[rs1] << Re[rs2][4:0];
                        end
                        10'b0000000010:begin  
                            type <= 4;
                            if($signed(Re[rs1]) < $signed(Re[rs2]))
                            begin
                                Re[rd] <= 1;
                            end
                            else begin
                                Re[rd] <= 0;
                            end
                        end
                        10'b0000000011:begin  
                            type <= 5;
                            if(Re[rs1] < Re[rs2])
                            begin
                                Re[rd] <= 1;
                            end
                            else begin
                                Re[rd] <= 0;
                            end
                        end
                        10'b0000000100:begin  
                            type <= 6;
                            Re[rd] <= Re[rs1] ^ Re[rs2];
                        end
                        10'b0000000101:begin  
                            type <= 7;
                            Re[rd] <= Re[rs1] >> Re[rs2][4:0];
                        end
                        10'b0100000101:begin  
                            type <= 8;
                            Re[rd] <= Re[rs1] >>> Re[rs2][4:0];
                        end
                        10'b0000000110:begin  
                            type <= 9;
                            Re[rd] <= Re[rs1] | Re[rs2];
                        end
                        10'b0000000111:begin  
                            type <= 10;
                            Re[rd] <= Re[rs1] & Re[rs2];
                        end
                        10'b0000001000:begin  
                            type <= 11;
                            Re[rd] <=  $signed({{32{Re[rs1][31]}},Re[rs1]}) * $signed({{32{Re[rs2][31]}},Re[rs2]}); 
                        end
                        10'b0000001001:begin  
                            type <= 12;
                            Re[rd] <=  ($signed({{32{Re[rs1][31]}},Re[rs1]}) * $signed({{32{Re[rs2][31]}},Re[rs2]}))>>32;
                        end
                        10'b0000001011:begin  
                            type <= 13;
                            Re[rd] <=  ($unsigned({32'd0,Re[rs1]}) * $unsigned({32'd0,Re[rs2]}))>>32;
                        end
                    endcase
                    state <= 2;
                end
                7'b0000011:begin  
                    case(Instruction[14:12])
                        3'b010:begin  
                            type <= 14;
                            data_read <= 1;
                            data_addr <= Re[rs1] + {{20{Instruction[31]}}, Instruction[31:20]};
                        end
                        3'b000:begin  
                            type <= 15;
                            data_read <= 1;
                            data_addr <= Re[rs1] + {{20{Instruction[31]}} , Instruction[31:20]};
                        end
                        3'b001:begin  
                            type <= 16;
                            data_read <= 1;
                            data_addr <= Re[rs1] + {{20{Instruction[31]}} , Instruction[31:20]};
                        end
                        3'b100:begin  
                            type <= 17;
                            data_read <= 1;
                            data_addr <= Re[rs1] + {{20{Instruction[31]}} , Instruction[31:20]};
                        end
                        3'b101:begin  
                            type <= 18;
                            data_read <= 1;
                            data_addr <= Re[rs1] + {{20{Instruction[31]}} , Instruction[31:20]};
                        end
                    endcase
                    state <= 5;
                end
                7'b0010011:begin  
                    case(Instruction[14:12])
                        3'b000:begin  
                            type <= 19;
                            Re[rd] = {{1{Re[rs1][31]}}, Re[rs1]} + {{21{Instruction[31]}} , Instruction[31:20]};
                        end
                        3'b010:begin  
                            type <= 20;
                            if($signed(Re[rs1]) < $signed({{20{Instruction[31]}} , Instruction[31:20]}))
                            begin
                                Re[rd] <= 1;
                            end
                            else begin
                                Re[rd] <= 0;
                            end
                        end
                        3'b011:begin  
                            type <= 21;
                            if(Re[rs1] < {{20{Instruction[31]}} , Instruction[31:20]})
                            begin
                                Re[rd] <= 1;
                            end
                            else begin
                                Re[rd] <= 0;
                            end
                        end
                        3'b100:begin  
                            type <= 22;
                            Re[rd] <= Re[rs1] ^ {{20{Instruction[31]}} , Instruction[31:20]};
                        end
                        3'b110:begin  
                            type <= 23;
                            Re[rd] <= Re[rs1] | {{20{Instruction[31]}} , Instruction[31:20]};
                        end
                        3'b111:begin  
                            type <= 24;
                            Re[rd] <= Re[rs1] & {{20{Instruction[31]}} , Instruction[31:20]};
                        end
                        3'b001:begin  
                            type <= 25;
                            Re[rd] <= Re[rs1] << {{20{Instruction[31]}} , Instruction[31:20]};
                        end
                        3'b101:begin 
                            case(Instruction[30])
                            1'b0:begin 
                                type <= 26;
                                Re[rd] <= Re[rs1] >> Instruction[24:20];
                            end
                            1'b1:begin  
                                type <= 27;
                                Re[rd] <= {{32{Re[rs1][31]}},Re[rs1]} >> Instruction[24:20];
                            end
                            endcase
                        end
                    endcase
                    state <= 2;
                end
                7'b1100111:begin  
                    type <= 28;
                    Re[rd] <= instr_addr;
                    instr_addr <= {{20{Instruction[31]}} , Instruction[31:20]} + Re[rs1];
                    state <= 4;
                end
                7'b0100011:begin  
                    case(Instruction[14:12])
                    3'b010:begin  
                        type <= 29;
                        data_write <= 4'b1111;
                        data_addr <= Re[rs1] + {{20{Instruction[31]}} , Instruction[31:25] , Instruction[11:7]};
                        data_in <= Re[rs2];
                    end
                    3'b000:begin  
                        if($signed(Store)== -13)begin
                            data_write <= 4'b1000;
                            data_in[31:24] <= Re[rs2][7:0];
                        end
                        else begin
                            data_write <= 4'b0001;
                            data_in[7:0] <= Re[rs2][7:0];
                        end
                        type <= 30;
                        data_addr <= Re[rs1] + {{20{Instruction[31]}} , Instruction[31:25] , Instruction[11:7]};
                    end
                    3'b001:begin  
                        if($signed(Store)== -18)begin
                            data_write <= 4'b1100;
                            data_in[31:16] <= Re[rs2][15:0];
                        end
                        else begin
                            data_write <= 4'b0011;
                            data_in[15:0] <= Re[rs2][15:0];
                        end
                        type <= 31;
                        data_addr <= Re[rs1] + {{20{Instruction[31]}} , Instruction[31:25] , Instruction[11:7]};
                    end
                    endcase
                    state <= 2;
                end
                7'b1100011:begin  
                    case(Instruction[14:12])  
                    3'b000:begin  
                        type <= 32;
                        instr_addr <= (Re[rs1] == Re[rs2]) ? (instr_addr + imm - 4) : (instr_addr);
                    end
                    3'b001:begin  
                        type <= 33;
                        instr_addr <= (Re[rs1] != Re[rs2]) ? (instr_addr + imm - 4) : (instr_addr);
                    end
                    3'b100:begin  
                        type <= 34;
                        instr_addr <= ($signed(Re[rs1]) < $signed(Re[rs2])) ? (instr_addr + imm - 4) : (instr_addr);
                    end
                    3'b101:begin  
                        type <= 35;
                        instr_addr <= ($signed(Re[rs1]) >= $signed(Re[rs2])) ? (instr_addr + imm - 4) : (instr_addr);
                    end
                    3'b110:begin  
                        type <= 36;
                        instr_addr <= ($unsigned(Re[rs1]) < $unsigned(Re[rs2])) ? (instr_addr + imm - 4) : (instr_addr);
                    end
                    3'b111:begin  
                        type <= 37;
                        instr_addr <= ($unsigned(Re[rs1]) >= $unsigned(Re[rs2])) ? (instr_addr + imm - 4) : (instr_addr);
                    end
                    endcase
                    state <= 4;
                end
                7'b0010111:begin  
                    type <= 38;
                    Re[rd] <= instr_addr + {Instruction[31:12], 12'b0} - 4;
                    state <= 2;
                end
                7'b0110111:begin  
                    type <= 39;
                    Re[rd] <= {Instruction[31:12], 12'b0};
                    state <= 2;
                end
                7'b1101111:begin  
                    type <= 40;
                    state <= 4;
                    Re[rd] <= instr_addr;
                    instr_addr <= instr_addr - 4 + {11'b0  , Instruction[31] , Instruction[19:12] , Instruction[20] , Instruction[30:21] , 1'b0};
                end
            endcase
        end
        else if (state == 4) begin
            state <= 2;
        end
        else if(state == 5)begin
            state <= 6;
        end
        else if (state == 6) begin
            state <= 2;
            case(type)
            7'd14:begin  
                Re[rd] <= data_out;
            end
            7'd15:begin  
                Re[rd] <= { {24{data_out[7]}} , data_out[7:0]};
            end
            7'd16:begin  
                Re[rd] <= { {16{data_out[15]}} , data_out[15:0]};
            end
            7'd17:begin  
                Re[rd] <= {24'b0 , data_out[7:0]};
            end
            7'd18:begin  
                Re[rd] <= {16'b0 , data_out[15:0]};
            end
            endcase
        end
    end
end
endmodule
```

## flow/run.sh

```bash
#!/bin/bash
# OpenROAD 26Q1-2900-gdf79404cd8, Yosys 0.63+post, stock flow scripts
make -C /OpenROAD-flow-scripts/flow DESIGN_CONFIG=/design/flow/config.mk WORK_HOME=/design/flow/orfs finish
```

==> impl_metrics.toml <==
# implementation run metrics
[clocking]
cts.repair.resized = 0
clock_path_buffers = 4
cts.root.buffer_cell = "sky130_fd_sc_hd__clkbuf_16"
postCtsHoldBufs = 0
post-cts-setup-buffers = 0
clock_sinks = 1168
cts_max_level = 4
cts_made_buffers = 150

[floorplan]
row_count = 201
io-pin-count = 168
die_y_um = 553
die_w_um = 553
initCoreUtil_pct = 50.4

[logic_synthesis]
ys.flop_type = "sky130_fd_sc_hd__edfxtp_1"
synth_flop_count = 1168
synth_area_sq_um = 152000
synth.yosys.num_cells = 18200
postSynth.asyncResetShare_pct = 0
synth-warning-count = 2
synth.cellmix.simpleShare_pct = 16.2
synthXorXnorAreaFrac_pct = 1.26
mux_area_share_pct = 0.975
synth_compound_gate_area_share_pct = 24.3
synth_area_per_cell_sq_um = 8.33
post_synth_fa_ha_maj_area_fraction_pct = 25.5
synth-edff-count = 1092
ys_area_sq_um = 152000
yosys.stat.seqShare_pct = 22.6
synthDistinctLibCells = 105
netlist_logic_family_top = "adder cells"
synthesis.instances = 18200

[placement]
dp_hpwl_um = 729000
routabilityCongestion = 1.20
dpl_cell_area_sq_um = 162000
io_buffers = 165

[grt]
antenna_found_initial = 157
grt_start_max_net_pins = 103

[outcome]
status = "did not finish"
outcome.stop_stage = "global routing (5_1_grt)"
first-error = "[ERROR GRT-0183] Net clknet_0_clk: heap underflow during 3D maze routing."
## cells in the mapped netlist, types with 142 or more instances
master	count	area share [%]
sky130_fd_sc_hd__a211oi_1	207	1.0
sky130_fd_sc_hd__a21o_1	300	1.5
sky130_fd_sc_hd__a21oi_1	1250	4.1
sky130_fd_sc_hd__a221oi_1	259	1.5
sky130_fd_sc_hd__a22oi_1	629	3.1
sky130_fd_sc_hd__and3_1	298	1.2
sky130_fd_sc_hd__buf_2	195	0.64
sky130_fd_sc_hd__clkbuf_1	1146	2.8
sky130_fd_sc_hd__edfxtp_1	1092	22
sky130_fd_sc_hd__fa_1	1478	19
sky130_fd_sc_hd__ha_1	731	6.0
sky130_fd_sc_hd__inv_1	2099	5.2
sky130_fd_sc_hd__nand2_1	1826	4.5
sky130_fd_sc_hd__nand3_1	741	2.4
sky130_fd_sc_hd__nand4_1	237	0.98
sky130_fd_sc_hd__nor2_1	1660	4.1
sky130_fd_sc_hd__nor3_1	193	0.64
sky130_fd_sc_hd__o211ai_1	142	0.70
sky130_fd_sc_hd__o21ai_0	1129	3.7
sky130_fd_sc_hd__o221a_2	212	1.6
sky130_fd_sc_hd__xnor2_1	154	0.89
## cells by family after synthesis
family | count (synthesis)
AOI/OAI and AO/OA | 5415
xor gates and xnor gates | 219
adders and majority gates | 2209
buffers and inverters | 3610
DFF | 1168
muxes | 126
other | 1
and+or+nand+nor | 5472
## through the flow
step	utilization, %	cells	hold WS (ns)	power [mW]	worst slack, ns
after floorplan	-	18200	0.439	3.72	100.79
after global placement	54.0	21900	0.443	5.45	99.68
after CTS	55.5	22100	0.473	5.93	100.54
after detailed placement	54.0	21900	0.460	5.47	99.68
No activity file was given, so power comes from the tool's default toggle rates.
